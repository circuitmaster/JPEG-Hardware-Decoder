<file path="flow/design.v">
`timescale 1ns / 1ps
`timescale 1ns / 1ps
module Filter_Controller
#(
    parameter IMAGE_WIDTH = 320,
    parameter IMAGE_HEIGHT = 240,
    parameter SWIPER_SIZE = 5*5,
    parameter PIXEL_WIDTH = 8,
    parameter TABLE_SIZE = 64,
    parameter TABLE_EDGE_SIZE = $rtoi($sqrt(TABLE_SIZE)),
    parameter BLOCK_WIDTH_SIZE = IMAGE_WIDTH/TABLE_EDGE_SIZE,
    parameter BLOCK_WIDTH_INDEX_SIZE = $rtoi($ceil($clog2(BLOCK_WIDTH_SIZE))),
    parameter BLOCK_HEIGHT_SIZE = IMAGE_HEIGHT/TABLE_EDGE_SIZE,
    parameter BLOCK_HEIGHT_INDEX_SIZE = $rtoi($ceil($clog2(BLOCK_HEIGHT_SIZE))),
    parameter HISTOGRAM_RAM_ADDRESS_WIDTH = PIXEL_WIDTH,
    parameter HISTOGRAM_RAM_DATA_WIDTH = $rtoi($ceil($clog2(IMAGE_WIDTH*IMAGE_HEIGHT))),
    parameter OLD_VALUE_RAM_ADDRESS_WIDTH = $rtoi($ceil($clog2(IMAGE_WIDTH*$rtoi($sqrt(SWIPER_SIZE))/2))),
    parameter IMAGE_RAM_ADDRESS_WIDTH = $rtoi($ceil($clog2(IMAGE_WIDTH*IMAGE_HEIGHT)))
)(
    input clk, rst,
    input UART_ready,
    input stop,
    input[1:0] command,
    input[PIXEL_WIDTH-1:0] filtered_pixel,
    input is_image_RAM_available, is_histogram_RAM_available,
    input[BLOCK_WIDTH_INDEX_SIZE-1:0] decoded_width_block_index,
    input[BLOCK_HEIGHT_INDEX_SIZE-1:0] decoded_height_block_index,
    input image_generated,
    input[HISTOGRAM_RAM_DATA_WIDTH-1:0] histogram_RAM_data_input,
    input[PIXEL_WIDTH-1:0] old_value_RAM_data_input,
    input[PIXEL_WIDTH-1:0] image_RAM_data_input,
    output reg[PIXEL_WIDTH-1:0] old_value_RAM_data_output,
    output reg[PIXEL_WIDTH-1:0] image_RAM_data_output,
    output reg[SWIPER_SIZE*PIXEL_WIDTH-1:0] swiper_output,
    output reg[HISTOGRAM_RAM_DATA_WIDTH-1:0] CDF,
    output reg histogram_RAM_CE,
    output reg[HISTOGRAM_RAM_ADDRESS_WIDTH-1:0] histogram_RAM_address,
    output reg old_value_RAM_WE,
    output reg[OLD_VALUE_RAM_ADDRESS_WIDTH-1:0] old_value_RAM_address,
    output reg image_RAM_CE,
    output reg image_RAM_WE,
    output reg[IMAGE_RAM_ADDRESS_WIDTH-1:0] image_RAM_address,
    output reg[7:0] UART_data,
    output reg UART_is_new 
);
    localparam NO_COMMAND = 0;
    localparam FILTER_AND_TRANSFER_IMAGE = 1;
    localparam TRANSFER_HISTOGRAM = 2;
    localparam SWIPER_EDGE_SIZE = $rtoi($sqrt(SWIPER_SIZE));
    localparam SWIPER_EDGE_INDEX_SIZE = $rtoi($ceil($clog2(SWIPER_EDGE_SIZE)));
    localparam IMAGE_WIDTH_INDEX_SIZE = $rtoi($ceil($clog2(IMAGE_WIDTH)));
    localparam IMAGE_HEIGHT_INDEX_SIZE = $rtoi($ceil($clog2(IMAGE_HEIGHT)));
    localparam PADDING_SIZE = SWIPER_EDGE_SIZE/2;
    localparam PADDED_IMAGE_WIDTH_INDEX_SIZE = $rtoi($ceil($clog2(IMAGE_WIDTH+PADDING_SIZE+1)));
    localparam PADDED_IMAGE_HEIGHT_INDEX_SIZE = $rtoi($ceil($clog2(IMAGE_HEIGHT+PADDING_SIZE+1)));
    localparam WAIT_FOR_COMMAND = 0;
    localparam FETCH_PIXEL = 1;
    localparam LOAD_PIXEL = 2;
    localparam WRITE_BACK_PIXEL = 3;
    localparam TRANSFER_IMAGE_READ = 4;
    localparam TRANSFER_IMAGE_WRITE = 5;
    localparam TRANSFER_HISTOGRAM_READ = 6;
    localparam TRANSFER_HISTOGRAM_WRITE = 7;
    integer i, j;
    reg[PIXEL_WIDTH-1:0] swiper [SWIPER_SIZE-1:0];       
    reg[SWIPER_EDGE_INDEX_SIZE-1:0] swiper_width_index;
    reg[SWIPER_EDGE_INDEX_SIZE-1:0] swiper_height_index;
    reg[IMAGE_WIDTH_INDEX_SIZE-1:0] image_width_index;
    reg[IMAGE_HEIGHT_INDEX_SIZE-1:0] image_height_index;
    reg[2:0] state;
    reg fill;
    reg[PIXEL_WIDTH-1:0] pixel_value;
    reg[HISTOGRAM_RAM_DATA_WIDTH-1:0] histogram_reg;
    reg image_filtered;
    reg[IMAGE_RAM_ADDRESS_WIDTH-1:0] image_transfer_index;
    reg[HISTOGRAM_RAM_ADDRESS_WIDTH-1:0] histogram_transfer_index;
    reg image_generated_reg;
    wire is_leftmost_block;
    wire is_there_enough_decoded_block;
    wire signed[PADDED_IMAGE_WIDTH_INDEX_SIZE:0] absolute_image_width_index;
    wire signed[PADDED_IMAGE_HEIGHT_INDEX_SIZE:0] absolute_image_height_index;    
    wire is_coordinate_outside_of_image;
    assign is_leftmost_block = image_width_index == {IMAGE_WIDTH_INDEX_SIZE{1'b0}};
    assign absolute_image_width_index = image_width_index + swiper_width_index - PADDING_SIZE;
    assign absolute_image_height_index = image_height_index + swiper_height_index - PADDING_SIZE;
    assign is_coordinate_outside_of_image = 
                    absolute_image_width_index < $signed({PADDED_IMAGE_WIDTH_INDEX_SIZE+1{1'b0}}) ||
                    absolute_image_height_index < $signed({PADDED_IMAGE_HEIGHT_INDEX_SIZE+1{1'b0}}) ||
                    absolute_image_width_index >= $signed(IMAGE_WIDTH) ||
                    absolute_image_height_index >= $signed(IMAGE_HEIGHT);
    assign is_there_enough_decoded_block  = 
                    image_generated_reg ||
                    absolute_image_height_index < $signed(decoded_height_block_index * TABLE_EDGE_SIZE) ||
                    (absolute_image_height_index < $signed((decoded_height_block_index + 1) * TABLE_EDGE_SIZE) &&
                    absolute_image_width_index <  $signed(decoded_width_block_index * TABLE_EDGE_SIZE));
    always @(*) begin
        for(i=0; i<SWIPER_SIZE; i=i+1) begin
            swiper_output[i*PIXEL_WIDTH +: PIXEL_WIDTH] <= swiper[i];
        end
    end
    always @(*) begin
        CDF <= histogram_reg;
        histogram_RAM_CE <= 1'b0;
        histogram_RAM_address <= {HISTOGRAM_RAM_ADDRESS_WIDTH{1'b0}};
        old_value_RAM_WE <= 1'b0;
        old_value_RAM_address <= {OLD_VALUE_RAM_ADDRESS_WIDTH{1'b0}};
        old_value_RAM_data_output <= {PIXEL_WIDTH{1'b0}};
        image_RAM_CE <= 1'b0;
        image_RAM_WE <= 1'b0;
        image_RAM_address <= {IMAGE_RAM_ADDRESS_WIDTH{1'b0}};
        image_RAM_data_output <= {PIXEL_WIDTH{1'b0}};
        fill <= 1'b0;
        pixel_value <= {PIXEL_WIDTH{1'b0}};
        UART_data <= 8'b0;
        UART_is_new <= 1'b0;
        case(state)
            WAIT_FOR_COMMAND: begin
            end
            FETCH_PIXEL: begin
                histogram_RAM_CE <= 1'b1;
                histogram_RAM_address <= swiper[(SWIPER_SIZE-1)/2];
                if(!is_coordinate_outside_of_image) begin
                    if(swiper_height_index < PADDING_SIZE) begin
                        if(image_height_index[0] == swiper_height_index[0]) begin
                            old_value_RAM_address <= absolute_image_width_index;
                        end else begin
                            old_value_RAM_address <= absolute_image_width_index + IMAGE_WIDTH;
                        end
                    end else if(is_image_RAM_available && is_histogram_RAM_available && is_there_enough_decoded_block) begin
                        image_RAM_CE <= 1'b1;
                        image_RAM_address <= absolute_image_width_index + absolute_image_height_index * IMAGE_WIDTH;
                    end
                end             
            end
            LOAD_PIXEL: begin
                fill <= 1'b1;
                if(is_coordinate_outside_of_image) begin
                    pixel_value <= {PIXEL_WIDTH{1'b0}};
                end else begin
                    if(swiper_height_index < PADDING_SIZE) begin
                        pixel_value <= old_value_RAM_data_input;
                    end else begin
                        pixel_value <= image_RAM_data_input;
                        old_value_RAM_WE <= 1'b1;
                        old_value_RAM_data_output <= image_RAM_data_input;
                        if(image_height_index[0] == 1'b0) begin
                            old_value_RAM_address <= absolute_image_width_index;
                        end else begin
                            old_value_RAM_address <= absolute_image_width_index + IMAGE_WIDTH;
                        end
                    end
                end
            end
            WRITE_BACK_PIXEL: begin
                if(is_image_RAM_available) begin
                    image_RAM_CE <= 1'b1;
                    image_RAM_WE <= 1'b1;
                    image_RAM_address <= image_width_index + image_height_index * IMAGE_WIDTH;
                    image_RAM_data_output <= filtered_pixel;
                end
            end
            TRANSFER_IMAGE_READ: begin
                if(is_image_RAM_available) begin
                    image_RAM_CE <= 1'b1;
                    image_RAM_address <= image_transfer_index;
                end                
            end
            TRANSFER_IMAGE_WRITE: begin
                if(UART_ready) begin
                    UART_data <= image_RAM_data_input;
                    UART_is_new <= 1'b1;
                end
            end
            TRANSFER_HISTOGRAM_READ: begin
                if(is_histogram_RAM_available) begin
                    histogram_RAM_CE <= 1'b1;
                    histogram_RAM_address <= histogram_transfer_index;
                end    
            end
            TRANSFER_HISTOGRAM_WRITE: begin
                if(UART_ready) begin
                    UART_data <= histogram_RAM_data_input;
                    UART_is_new <= 1'b1;
                end
            end
        endcase
    end
    always @(posedge clk) begin
        if(rst) begin
            reset_swiper;
            swiper_width_index <= {SWIPER_EDGE_INDEX_SIZE{1'b0}};
            swiper_height_index <= {SWIPER_EDGE_INDEX_SIZE{1'b0}};
            image_width_index <= {IMAGE_WIDTH_INDEX_SIZE{1'b0}};
            image_height_index <= {IMAGE_HEIGHT_INDEX_SIZE{1'b0}};
            histogram_reg <= {HISTOGRAM_RAM_DATA_WIDTH{1'b0}};
            image_filtered <= 1'b0;
        end else begin 
            if(state == WRITE_BACK_PIXEL && is_image_RAM_available) begin
                image_filtered <= 1'b0;
            end
            if(!stop) begin
                if(fill) begin
                    swiper[swiper_width_index+swiper_height_index*SWIPER_EDGE_SIZE] <= pixel_value;
                    histogram_reg <= histogram_RAM_data_input;
                    if(!is_leftmost_block && swiper_height_index == {SWIPER_EDGE_INDEX_SIZE{1'b0}}) begin
                        for(i=0; i<SWIPER_EDGE_SIZE; i=i+1) begin
                            for(j=0; j<SWIPER_EDGE_SIZE; j=j+1) begin
                                if(i != SWIPER_EDGE_SIZE-1) begin
                                    swiper[i+j*SWIPER_EDGE_SIZE] <= swiper[i+j*SWIPER_EDGE_SIZE+1];
                                end
                            end
                        end
                    end 
                    if(swiper_width_index == SWIPER_EDGE_SIZE-1) begin             
                        if(swiper_height_index == SWIPER_EDGE_SIZE-1) begin
                            swiper_height_index <= {SWIPER_EDGE_INDEX_SIZE{1'b0}};
                            if(image_width_index == IMAGE_WIDTH-1) begin
                                image_width_index <= {IMAGE_WIDTH_INDEX_SIZE{1'b0}};
                                swiper_width_index <= {SWIPER_EDGE_INDEX_SIZE{1'b0}};
                                swiper_height_index <= {SWIPER_EDGE_INDEX_SIZE{1'b0}};
                                if(image_height_index == IMAGE_HEIGHT-1) begin
                                    image_height_index <= {IMAGE_HEIGHT_INDEX_SIZE{1'b0}};
                                    image_filtered <= 1'b1;
                                end else begin
                                    image_height_index <= image_height_index + 1;
                                end
                            end else begin
                                image_width_index <= image_width_index + 1;
                            end
                        end else begin
                            if(is_leftmost_block) begin
                                swiper_width_index <= {SWIPER_EDGE_INDEX_SIZE{1'b0}};
                            end
                            swiper_height_index <= swiper_height_index + 1;
                        end
                    end else if(is_leftmost_block) begin
                        swiper_width_index <= swiper_width_index + 1;
                    end
                end
            end
        end
    end
    always @(posedge clk) begin
        if(rst) begin
            state <= WAIT_FOR_COMMAND;
            image_transfer_index <= {IMAGE_RAM_ADDRESS_WIDTH{1'b0}};
            histogram_transfer_index <= {HISTOGRAM_RAM_ADDRESS_WIDTH{1'b0}};
            image_generated_reg <= 1'b0;
        end else begin
            if(!stop) begin
                if(image_generated)
                    image_generated_reg <= 1'b1;
                case(state)
                    WAIT_FOR_COMMAND: begin
                        case(command)
                            FILTER_AND_TRANSFER_IMAGE: begin
                                state <= FETCH_PIXEL;
                            end
                            TRANSFER_HISTOGRAM: begin
                                state <= TRANSFER_HISTOGRAM_READ;
                            end
                        endcase
                    end
                    FETCH_PIXEL: begin
                        if(is_coordinate_outside_of_image || 
                           swiper_height_index < PADDING_SIZE || 
                           (is_image_RAM_available && is_histogram_RAM_available && is_there_enough_decoded_block)) 
                        begin
                            state <= LOAD_PIXEL;
                        end
                    end
                    LOAD_PIXEL: begin
                        if(swiper_width_index == SWIPER_EDGE_SIZE-1 && swiper_height_index == SWIPER_EDGE_SIZE-1) begin
                            state <= WRITE_BACK_PIXEL;
                        end else begin
                            state <= FETCH_PIXEL;
                        end
                    end
                    WRITE_BACK_PIXEL: begin
                        if(is_image_RAM_available) begin
                            if(image_filtered) begin
                                state <= TRANSFER_IMAGE_READ;
                            end else begin
                                state <= FETCH_PIXEL;
                            end
                        end
                    end
                    TRANSFER_IMAGE_READ: begin
                        if(is_image_RAM_available) begin
                            state <= TRANSFER_IMAGE_WRITE;
                        end
                    end
                    TRANSFER_IMAGE_WRITE: begin
                        if(UART_ready) begin
                            if(image_transfer_index == IMAGE_WIDTH*IMAGE_HEIGHT-1) begin
                                image_transfer_index = {IMAGE_RAM_ADDRESS_WIDTH{1'b0}};
                                image_generated_reg <= 1'b0;
                                state <= WAIT_FOR_COMMAND;
                            end else begin
                                image_transfer_index <= image_transfer_index + 1;
                                state <= TRANSFER_IMAGE_READ;
                            end
                        end
                    end
                    TRANSFER_HISTOGRAM_READ: begin
                        if(is_histogram_RAM_available) begin
                            state <= TRANSFER_HISTOGRAM_WRITE;
                        end
                    end
                    TRANSFER_HISTOGRAM_WRITE: begin
                        if(UART_ready) begin
                            if(histogram_transfer_index == 2**HISTOGRAM_RAM_ADDRESS_WIDTH-1) begin
                                histogram_transfer_index <= {HISTOGRAM_RAM_ADDRESS_WIDTH{1'b0}};
                                image_generated_reg <= 1'b0;
                                state <= WAIT_FOR_COMMAND;
                            end else begin
                                histogram_transfer_index <= histogram_transfer_index + 1;
                                state <= TRANSFER_HISTOGRAM_READ;
                            end
                        end
                    end
                endcase
            end
        end
    end
    task reset_swiper;
        for(i=0; i<SWIPER_SIZE; i=i+1) begin
            swiper[i] <= {PIXEL_WIDTH{1'b0}};
        end
    endtask
endmodule
</file>
<file path="flow/run.sh">
#!/bin/bash
# OpenROAD 26Q1-2900-gdf79404cd8, Yosys 0.63+post, stock flow scripts
make -C /OpenROAD-flow-scripts/flow DESIGN_CONFIG=/design/flow/config.mk WORK_HOME=/design/flow/orfs finish
</file>
<file path="flow/config.mk">
export PLATFORM = sky130hd
export DESIGN_NAME = Filter_Controller
export DESIGN_NICKNAME = Filter_Controller
export VERILOG_FILES = /design/flow/design.v
export SDC_FILE = /design/flow/constraint.sdc
export NUM_CORES = 4
export LEC_CHECK = 1
export CORE_UTILIZATION = 30
</file>
<file path="flow/constraint.sdc">
current_design Filter_Controller

set clk_period 9.4
set clk_io_pct 0.2

create_clock -name clk0 -period $clk_period [get_ports {clk}]

set non_clock_inputs [all_inputs -no_clocks]
set_input_delay [expr $clk_period * $clk_io_pct] -clock clk0 $non_clock_inputs
set_output_delay [expr $clk_period * $clk_io_pct] -clock clk0 [all_outputs]
</file>
==> results.txt <==
Final Total Pwr: 0.00275 W
Inst Count DP: 2499
Async SR Flop Fraction: 0%
Buffers & Inverters on Critical Path: 6
CTS hold repair buffers: 0
Final Hold Vio Count: 0
# port buffers: 341
Register-to-Register Path Depth: 20
Initial core utilization: 30.4%
GPL Wtd Cong: 0.941
Largest net degree at the start of global routing: 68
Max VDD drop: 0.0000909 V
Post-CTS sizing: 0
Leak pwr: 7.91 nW
Final setup fails: 0
CP Launch Type: flip-flop
ANT nets after route: 0
Fill cell count: 4791
Largest stage delay on the critical path: 0.54 ns
Mapped Area: 0.0156 sq mm
Crit path top cell by count: inv_1
Min-Delay Path Depth: 2
Yosys cell types: 69
Final core occ: 40.6%
Die Y: 230 um
Worst Setup End Kind: primary output
Antenna violations before repair: 5
Cell Chain, Critical Path: inv_1 > ha_1 > inv_1 > ha_1 > a211oi_2 > nor2_1 > xnor2_1 > inv_1 > ha_1 > inv_1 > fa_1 > inv_1 > ha_1 > a21oi_1 > o22ai_1 > o41ai_1 > o21ai_0 > xnor2_1 > xnor2_1 > a221o_1 > clkdlybuf4s50_1
CTS buffer count: 34
Slew HR: 32.9%
Tool warnings: 43
Worst-skew pair later-pin latency: 0.54 ns
Reg area: 0.00735 sq mm
YS chip area: 0.0156 sq mm
YS warnings: 1
CTS tree: built
Clk root buf: clkbuf_16
Seq share, synth: 47.0%
Htree depth: 2
Clock Pin Slew Worst Setup and Hold Paths: 0.06 ns
PwrDens: 132 mW/mm^2
Wirelength, routed: 53300 um
Post-synth EDFFs: 184
Slowest stage cell on the critical path: fa_1
Clk sinks: 275
Hold path endpoint: histogram_reg[13]$_SDFFE_PP0P_
CP delay by family, top: adder cells
Routed vias/inst: 5.05
FF-to-FF End: swiper[1][3]$_DFFE_PP_
Gr usage total: 20.5%
Main flop type: edfxtp_1
Fraction of layout cells with a size suffix above 1: 6.34%
DR WL/cell: 20.8 um
Maxcap violations: 0
HP Start: histogram_reg[13]$_SDFFE_PP0P_
Cell count after synthesis: 1532
Row cnt: 83
Max FFs per register: 200
Drt pass-1 iters: 5
Routed vias: 12900
DRT iter0 DRCs: 662
Final Max Tran Viols: 0
First-pass GRT wire length: 78000 um
Setup bufs post-CTS: 0
Die Area: 0.0530 sq mm
Post-layout period usage: 84.7%
TNS Setup: 0 ns
RSZ-0062 raised after global routing: no
Status: completed
Dpl hpwl: 41000 um
Synth Area per Inst: 10.2 sq um
Min-delay worst type: flip-flop to flip-flop
Setup slack, reg-to-reg: 3.96 ns
GR Overflow Total: 0
Chip width: 230 um
Crit Path Class: flip-flop to primary output
Most common logic cells in the final layout: clkdlybuf4s50_1 (340), edfxtp_1 (184), nand2_1 (148)
Worst Clk Skew: 0.0150 ns
Flops out of synthesis: 275
Vias in the first global route: 12600
Core Footprint: 0.0514 sq mm
Slew @ Worst Pin: 0.999 ns
CP arrival: 6.08 ns
Min Tclk post-route: 7.96 ns
Req. time, crit path: 7.52 ns
Reg-to-reg critical path startpoint: image_width_index[1]$_SDFFE_PP0P_
Commonest Layout Cell: clkdlybuf4s50_1
Maximum clock frequency: 126 MHz
Boundary Pins: 342
Worst-path fanout max: 8
Clk buf depth: 3
Fin cells: 2560
DR DRC count: 0
Synthesis-to-layout area growth: 33.4%
Logic area: 0.00764 sq mm
Yosys Instances: 1532
[synthesized netlist by cell type, types with 7 or more instances]
library cell  instances  area, sq um
or2_2                11         68.8
nor2_1              136          510
xnor2_1              52          455
a22oi_1              24          180
and3_1               19          119
nand3_1              37          185
o21ai_1              10         50.1
xor2_1               32          280
mux2i_1              46          460
ha_1                104         1300
inv_1                78          293
nand4_1              10         62.6
or3_1                 9         56.3
nor3b_2               9          113
buf_2                24          120
nor2b_1              18          113
fa_1                  7          140
nand2b_1             33          206
nor3_1               24          120
a22o_1              112          981
edfxtp_1            184         5530
clkbuf_1             57          214
a21oi_1              59          295
nand2_1             148          556
and2_1               15         93.8
o211ai_1              7         52.6
dfxtp_1              91         1820
o21ai_0              69          345
a21o_1                8         60.1
[final cells by class]
class / instances / area share [%]
multi-input combinational: 1095 / 36.7
timing repair buffer: 370 / 17.4
sequential: 275 / 35.2
clock inverter: 12 / 0.540
inverter: 79 / 1.42
clock buffer: 47 / 4.62
antenna: 2 / 0.0240
tap: 680 / 4.08
[tightest hold or removal path: cells and delay by family, from the launching register on]
family | cells | cell delay, ns
compound gates | 1 | 0.05
simple gates | 1 | 0.05
flops | 1 | 0.31
[through the flow]
step | hold slack, ns | cell area (sq um) | setup WS, ns
2_1_floorplan | 0.422 | 15600 | 2.97
3_3_place_gp | 0.445 | 19800 | 2.08
3_5_place_dp | 0.450 | 19800 | 2.04
4_1_cts | 0.460 | 20800 | 1.41
5_1_grt | 0.479 | 20800 | 0.932
6_report | 0.457 | 20800 | 1.44
[metal layers]
layer / vias up / routed length (um) / track usage (%)
met5: - / 32 / 0
met4: 6 / 1370 / 4.55
met3: 84 / 5480 / 7.99
met2: 553 / 23100 / 29.9
met1: 6079 / 23400 / 29.5
li1: 6208 / - / -
[worst max-delay path by stage]
stage         depth (start not counted)                           startpoint                    end  slack [ns]
finish                               21  swiper_height_index[2]$_SDFFE_PP0P_  image_RAM_address[16]        1.44
global route                         21  swiper_height_index[2]$_SDFFE_PP0P_  image_RAM_address[16]        0.93
CTS                                  21  swiper_height_index[2]$_SDFFE_PP0P_  image_RAM_address[16]        1.41
[report_power, final]
part           leakage (nW)  switching (W)  internal, W
registers              2.63      0.0000249      0.00132
logic                  4.75      0.0000577    0.0000863
clock network         0.527       0.000509     0.000750
total                  7.91       0.000592      0.00215
[cell families (layout without fill, tap and decap cells)]
logic type               count (synthesis)  count (layout)  share of synthesized area [%]
AND/OR/NAND/NOR                        503             503                           16.0
AND-OR/OR-AND                          350             350                           15.9
flip-flops                             275             275                           47.0
buffers and inverters                  162             508                           4.13
adder cells (fa/ha/maj)                111             111                           9.22
XOR/XNOR                                85              85                           4.85
multiplexers                            46              46                           2.95
other                                    0               2                              0
No activity file was given, so power comes from the tool's default toggle rates.
