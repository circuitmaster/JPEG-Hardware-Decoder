**design/flow/design.v**
```verilog
`timescale 1ns / 1ps
module Table_Generator(
    input clk, rst,
    input [3:0] r_value,             
    input [7:0] coefficient,         
    input is_new_coefficient,        
    output reg[64*16-1:0] table_value,
    output reg valid
);
    parameter [0:64*8-1] zigzag_params = {
        8'd0,   8'd1,   8'd8,   8'd16,  8'd9,   8'd2,   8'd3,   8'd10,
        8'd17,  8'd24,  8'd32,  8'd25,  8'd18,  8'd11,  8'd4,   8'd5,
        8'd12,  8'd19,  8'd26,  8'd33,  8'd40,  8'd48,  8'd41,  8'd34,
        8'd27,  8'd20,  8'd13,  8'd6,   8'd7,   8'd14,  8'd21,  8'd28,
        8'd35,  8'd42,  8'd49,  8'd56,  8'd57,  8'd50,  8'd43,  8'd36,
        8'd29,  8'd22,  8'd15,  8'd23,  8'd30,  8'd37,  8'd44,  8'd51,
        8'd58,  8'd59,  8'd52,  8'd45,  8'd38,  8'd31,  8'd39,  8'd46,
        8'd53,  8'd60,  8'd61,  8'd54,  8'd47,  8'd55,  8'd62,  8'd63
    };
    parameter [0:64*8-1] quantization_params = {
        8'd16,  8'd11,  8'd10,  8'd16,  8'd24,  8'd40,  8'd51,  8'd61,
        8'd12,  8'd12,  8'd14,  8'd19,  8'd26,  8'd58,  8'd60,  8'd55,
        8'd14,  8'd13,  8'd16,  8'd24,  8'd40,  8'd57,  8'd69,  8'd56,
        8'd14,  8'd17,  8'd22,  8'd29,  8'd51,  8'd87,  8'd80,  8'd62,
        8'd18,  8'd22,  8'd37,  8'd56,  8'd68,  8'd109, 8'd103, 8'd77,
        8'd24,  8'd35,  8'd55,  8'd64,  8'd81,  8'd104, 8'd113, 8'd92,
        8'd49,  8'd64,  8'd78,  8'd87,  8'd103, 8'd121, 8'd120, 8'd101,
        8'd72,  8'd92,  8'd95,  8'd98,  8'd112, 8'd100, 8'd103, 8'd99
    };
    reg[7:0] zigzag_params_memory [0:63];
    reg[7:0] quantization_params_memory [0:63];
    reg[15:0] table_memory [0:63];
    reg[6:0] counter;
    reg valid_reg;
    reg[6:0] next_counter;
    reg[7:0] quantization_param;
    reg signed[15:0] multiplication_result;
    reg [7:0] prev_dc_val;
    wire [7:0] dc_coefficient;
    assign dc_coefficient = coefficient + prev_dc_val;
    integer i;
    initial begin
        for(i=0; i<64; i=i+1) begin
            zigzag_params_memory[i] <= zigzag_params[i*8 +: 8];
            quantization_params_memory[i] <= quantization_params[i*8 +: 8];
            table_memory[i] <= 16'd0;
        end
    end
    always @(*) begin
        valid <= valid_reg;
        quantization_param <= quantization_params_memory[zigzag_params_memory[counter+r_value]];
        if(counter == 0) begin
            multiplication_result <= {{8{dc_coefficient[7]}}, dc_coefficient} * {{8{quantization_param[7]}}, quantization_param};
        end else begin
            multiplication_result <= {{8{coefficient[7]}}, coefficient} * {{8{quantization_param[7]}}, quantization_param};
        end
        for(i=0; i<64; i = i + 1) begin
            table_value[i*16 +: 16] <= table_memory[i];
        end
        if(counter + r_value + 1 == 7'd64 || (counter != 7'b0 && r_value == 4'b0 && coefficient == 8'b0)) begin
            next_counter <= 7'b0;
        end else begin
            next_counter <= counter + r_value + 1;
        end
    end 
    always @(posedge clk) begin
        if(rst) begin
            counter <= 7'b0;
            valid_reg <= 1'b0;
            prev_dc_val <= 8'b0;
        end else begin
            valid_reg <= 1'b0;
            if (is_new_coefficient) begin 
                if(counter == 7'b0) begin
                    reset_table_memory;
                    prev_dc_val <= dc_coefficient;
                end
                table_memory[zigzag_params_memory[counter+r_value]] <= multiplication_result;
                counter <= next_counter;
                if(next_counter == 7'b0) begin
                    valid_reg <= 1'b1;
                end
             end        
        end
    end
    task reset_table_memory;
        for(i=0; i<64; i = i + 1) begin
            table_memory[i] <= 16'd0;
        end
    endtask
endmodule
```
**design/flow/run.sh**
```bash
#!/bin/bash
# OpenROAD 26Q1-2900-gdf79404cd8, Yosys 0.63+post, stock flow scripts
make -C /OpenROAD-flow-scripts/flow DESIGN_CONFIG=/design/flow/config.mk WORK_HOME=/design/flow/orfs finish
```
**design/flow/constraint.sdc**
```tcl
current_design Table_Generator

set clk_period 28.3
set clk_io_pct 0.2

create_clock -name clk0 -period $clk_period [get_ports {clk}]

set non_clock_inputs [all_inputs -no_clocks]
set_input_delay [expr $clk_period * $clk_io_pct] -clock clk0 $non_clock_inputs
set_output_delay [expr $clk_period * $clk_io_pct] -clock clk0 [all_outputs]
```
**design/flow/config.mk**
```make
export PLATFORM = sky130hd
export DESIGN_NAME = Table_Generator
export DESIGN_NICKNAME = Table_Generator
export VERILOG_FILES = /design/flow/design.v
export SDC_FILE = /design/flow/constraint.sdc
export NUM_CORES = 4
export LEC_CHECK = 1
export CORE_AREA = 10 10 507 507
export DIE_AREA = 0 0 517 517
```
==> metrics.yaml <==
cts_hold_buffers: 0
reg2reg_slack_ps: 16520
drtIter0Drc: 2358
relSlewSlack: 0.342
clock.fmax_ghz: 0.0594
core_um2: 246000
stdcell_count: 7859
setup_viol: 0
ys.warnings.count: 2
async_flop_share: 0
synth_seq_share: 0.695
cts_root_buf: "clkbuf_16"
synth-main-ff-cell: "edfxtp_1"
drc: 0
top_usage_layer: "met2"
initial_core_util: 0.182
cts_tree: "yes"
rsz0062_at_grt: "false"
top_area_frac: 0.688
vias: 32700
lay_top_count: "clkdlybuf4s50_1"
die_h_um: 517
clock_latency_ps: 790
critPathMostFrequentCell: "fa_1"
syn_area_um2: 44700
met1_usage: 0.170
synth-edff-count: 1024
portBuffers: 1039
yosysCellCount: 3465
area_delta_synth_final_pct: 41.7
reg2reg_depth: 31
drt_first_pass_iters: 5
ys_area_um2: 44700
cts_resized: 0
largest_register_ffs: 1024
hold_end: "prev_dc_val[6]"
rows: 182
place_hpwl_um: 141000
clock_sinks: 1040
met3_usage: 0.0924
end_kind: "register"
status: "completed"
worst-endpoint-arrival_ps: 17300
vias_per_cell: 4.16
cts-htree-levels: 3
dp.cells: 7648
syn_inst: 3465
antenna_found_initial: 10
drive_gt1_frac: 0.0870
maxCapViolCount: 0
grt_overflow_total: 0
met2_usage: 0.224
yosysUniqueCellTypes: 96
top_area_cell: "edfxtp_1"
cpPeakStageDelay_ps: 800
io_pins: 1040
cp_slowest_cell: "ha_1"
reg.largest.list: "table_memory (1024), prev_dc_val (8), counter (7)"
grt_pass1_vias: 33500
cp-start-kind: "input pin"
rr_endpoint: "table_memory[0][14]"
crit_path_max_fanout: 32
post-route-period-util: 0.595
gp_congestion: 0.890
cp_data_required_time_ps: 28750
drtAntennaViolNets: 0
warning_count: 35
holdWs_ps: 466
fin_worst_skew_ps: 60.6
drv_slew: 0
cts_buffers: 111
finalSetupTns_ps: 0
crit_type: "in2reg"
dieArea_um2: 267000
hold_depth: 2
worstMarginPinSlew_ps: 983
cts.path.max_buffers: 3
top_cells_by_area: "edfxtp_1, nor2_1, fa_1"
grt_pass1_wl_um: 266000
postCtsSetupRepairBufs: 0
routedWlPerCell_um: 25.0
cts.clk_slew.worst_paths_ps: 70
die_x_um: 517
regMostFlops: "table_memory"
grt_use_total: 0.145
syn_avg_cell_area_um2: 12.9
wl_um: 196000
grt_max_degree: 36
hold_violations: 0
hp-start: "prev_dc_val[6]"
ys.flops: 1040
fillers: 25100
r2r-start: "counter[3]"
period_needed_ps: 16840
hold_class: "reg2reg"
lay_top_cells: "clkdlybuf4s50_1, edfxtp_1, nor2_1"
## worst max-delay path, delay by kind of cell
kind            cells  cell delay, ps
compound gates      9            1900
simple gates        9            3970
fa+ha+maj           7            3370
buf+inv             7            2260
## per-stage QoR
stage | cell area (um^2) | setup WS [ps] | util
6_report | 63300 | 11460 | 0.258
5_1_grt | 63300 | 10730 | 0.258
4_1_cts | 63300 | 11740 | 0.258
3_5_place_dp | 59600 | 10920 | 0.243
3_3_place_gp | 59600 | 11030 | 0.243
2_1_floorplan | 44700 | 13980 | -
## metal layers
metal / wire length (um) / up-vias
met1: 69800 / 15900
met3: 30800 / 296
met2: 89400 / 2202
met5: 32 / -
li1: - / 14300
met4: 6410 / 4
## synthesized netlist by cell type (all sizes together), types with 11 or more instances
| library cell | n |
|---|---|
| edfxtp | 1024 |
| nor2 | 846 |
| clkbuf | 199 |
| a21oi | 187 |
| inv | 184 |
| nand2 | 176 |
| nor3 | 135 |
| fa | 95 |
| ha | 85 |
| and2 | 57 |
| nand3 | 57 |
| buf | 56 |
| o21ai | 48 |
| xnor2 | 29 |
| dfxtp | 16 |
| or3 | 16 |
| and4 | 15 |
| a211oi | 13 |
| and3 | 13 |
| nand4 | 13 |
| mux2i | 12 |
| a2111oi | 11 |
## cells by family after synthesis
group,after synthesis,synth area share
xor gates and xnor gates,41,0.00915
buffers and inverters,440,0.0394
adders and majority gates,180,0.0664
and+or+nand+nor,1381,0.134
muxes,15,0.00344
AOI/OAI and AO/OA,367,0.0527
other,1,0.0000839
DFF,1040,0.695
## final cells by class
| type | count | area, um^2 | area share |
|---|---|---|---|
| timing repair buffer | 1205 | 11600 | 0.184 |
| multi-input combinational | 1998 | 12200 | 0.193 |
| tap | 3220 | 4030 | 0.0636 |
| sequential | 1040 | 31100 | 0.490 |
| clock inverter | 80 | 856 | 0.0135 |
| clock buffer | 126 | 2830 | 0.0447 |
| antenna | 5 | 12.5 | 0.000198 |
| inverter | 185 | 694 | 0.0110 |
## how the worst max path moves through the flow
stage / from / endpoint / slack (ps) / depth (start not counted)
4_1_cts: r_value[3] / table_memory[6][14] / 11740 / 32
5_1_grt: r_value[3] / table_memory[35][15] / 10730 / 33
6_report: r_value[3] / table_memory[0][14] / 11460 / 32
